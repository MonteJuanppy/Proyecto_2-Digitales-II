### design/flow/config.mk
export PLATFORM = sky130hd
export DESIGN_NAME = arbitro_1
export DESIGN_NICKNAME = arbitro_1
export VERILOG_FILES = /design/flow/design.v
export SDC_FILE = /design/flow/constraint.sdc
export NUM_CORES = 4
export LEC_CHECK = 1
export CORE_AREA = 10 10 76 76
export DIE_AREA = 0 0 86 86
### design/flow/constraint.sdc
current_design arbitro_1

set clk_period 2.9
set clk_io_pct 0.2

create_clock -name clk0 -period $clk_period [get_ports {clk}]

set non_clock_inputs [all_inputs -no_clocks]
set_input_delay [expr $clk_period * $clk_io_pct] -clock clk0 $non_clock_inputs
set_output_delay [expr $clk_period * $clk_io_pct] -clock clk0 [all_outputs]
### design/flow/design.v
module arbitro_1 
(output reg [3:0] Pops,
  output reg [3:0] Push,
  input clk,
  input reset,
  input Enable,
  input [3:0] FIFO_empty,FIFO_almost_empty,
  input [3:0] Almost_full,
  input [1:0] dest);
reg [3:0] contador;  
always @(posedge clk) begin
  if (Enable) begin
  if (!reset) begin
    Pops <= 4'b0000;
    Push <= 4'b0000;
    contador <= 0;
  end
  else begin
    if (&FIFO_empty | |Almost_full) begin
      Pops <= 0;
      Push <= 0;
      end
  else if (FIFO_empty == 0) begin
    if (contador <= 4)begin
      Pops <= 4'b0001;
    end
    else if ((contador >= 5) && (contador <= 7)) begin
     Pops <= 4'b0010;
     end
    else if ((contador >= 8) && (contador <= 9) )  begin
      Pops <= 4'b0100;
    end
    else if (contador == 10)  begin
      Pops <= 4'b1000;
      contador <= 0;
    end
  contador <= contador + 1;
  end
  else begin
        if (!FIFO_empty[0]) Pops <= 4'b0001;
        else if (!FIFO_empty[1]) Pops <= 4'b0010;
        else if (!FIFO_empty[2]) Pops <= 4'b0100;
        else if (!FIFO_empty[3]) Pops <= 4'b1000;
  end
  if (&FIFO_empty == 0 & (dest[0] == 0 | dest[0] == 1)) begin
  case (dest)
        0: Push = 4'b0001;
        1: Push = 4'b0010;
        2: Push = 4'b0100;
        3: Push = 4'b1000;
        default: Push = 0;
    endcase
  end 
  end
  end
  end
endmodule
### design/flow/run.sh
#!/bin/bash
# OpenROAD 26Q1-2900-gdf79404cd8, Yosys 0.63+post, stock flow scripts
make -C /OpenROAD-flow-scripts/flow DESIGN_CONFIG=/design/flow/config.mk WORK_HOME=/design/flow/orfs finish
==> node_exporter_impl.prom <==
# HELP chip_impl_metric Synthesis and place-and-route metrics
# TYPE chip_impl_metric gauge
chip_impl_metric{name="hold_buffers",unit=""} 0
chip_impl_metric{name="hold_viol_final",unit=""} 0
chip_impl_metric{name="detail_route.drc_violations",unit=""} 0
chip_impl_metric{name="area.growth.synth_to_final",unit="%"} 43.5
chip_impl_metric{name="synth.cell_area",unit="um2"} 698
chip_impl_metric{name="pre_cts_ws",unit="ps"} 614
chip_impl_metric{name="ioPinCount",unit=""} 25
chip_impl_info{name="cts_tree",value="built"} 1
chip_impl_metric{name="chip_footprint",unit="um2"} 7400
chip_impl_metric{name="grt-ovfl-total",unit=""} 0
chip_impl_metric{name="first_drt_pass_iteration_count",unit=""} 4
chip_impl_metric{name="power_density",unit="nW/um2"} 416
chip_impl_metric{name="ff_to_ff_setup_slack",unit="ps"} 1370
chip_impl_metric{name="die-width",unit="um"} 86
chip_impl_metric{name="ys_cells",unit=""} 55
chip_impl_metric{name="grt_start_max_net_pins",unit=""} 12
chip_impl_metric{name="yosys.area_share.xor_xnor",unit="%"} 2.51
chip_impl_metric{name="fmax",unit="MHz"} 495
chip_impl_metric{name="fp-row-count",unit=""} 23
chip_impl_metric{name="htree_levels",unit=""} 1
chip_impl_metric{name="r2r_cells",unit=""} 5
chip_impl_info{name="critical_path_class",value="input pin to register"} 1
chip_impl_metric{name="clock_skew",unit="ps"} 4.38
chip_impl_metric{name="hold_path_depth",unit=""} 1
chip_impl_metric{name="critical_path.max_fanout",unit=""} 7
chip_impl_metric{name="fp.dieH",unit="um"} 86
chip_impl_metric{name="ctsLongestPathBuffers",unit=""} 2
chip_impl_metric{name="cts_resized",unit=""} 0
chip_impl_info{name="unrepaired_setup_endpoints_after_global_routing",value="no"} 1
chip_impl_metric{name="max_slew_margin",unit="%"} 61.3
chip_impl_metric{name="track_usage",unit="%"} 3.63
chip_impl_info{name="final_layout_top_logic_cells",value="20 x sky130_fd_sc_hd__clkdlybuf4s50_1, 12 x sky130_fd_sc_hd__edfxtp_1, 4 x sky130_fd_sc_hd__inv_1, 4 x sky130_fd_sc_hd__nor3_1, 4 x sky130_fd_sc_hd__ha_1"} 1
chip_impl_metric{name="timing.final.setup_violations",unit=""} 0
chip_impl_metric{name="synth.lib_cells_used.distinct",unit=""} 26
chip_impl_info{name="timing.rr.start",value="contador[0]$_SDFFCE_PN0P_"} 1
chip_impl_metric{name="timing.final.crit_period",unit="ps"} 2020
chip_impl_info{name="worstSetupEndpointType",value="register"} 1
chip_impl_metric{name="worst_ep_required_time",unit="ps"} 2770
chip_impl_metric{name="critical_path_arrival",unit="ps"} 1890
chip_impl_info{name="worst_r2r_endpoint",value="Pops[3]$_SDFFCE_PN0P_"} 1
chip_impl_metric{name="syn-instance-count",unit=""} 55
chip_impl_metric{name="hpwlAfterDp",unit="um"} 1120
chip_impl_metric{name="synth_simple_gate_area_share",unit="%"} 26.0
chip_impl_metric{name="period_used_share",unit="%"} 69.6
chip_impl_metric{name="iteration_0_drc_count_of_the_detailed_router",unit=""} 31
chip_impl_metric{name="synth_chip_area",unit="um2"} 698
chip_impl_metric{name="wl_per_cell",unit="um"} 10.7
chip_impl_metric{name="fa_ha_area_share",unit="%"} 7.17
chip_impl_metric{name="cts.clk_slew.worst_paths",unit="ps"} 50
chip_impl_metric{name="post_synth_mux_area_share",unit="%"} 0
chip_impl_info{name="critical_path.endpoint",value="Push[0]$_SDFFCE_PN0P_"} 1
chip_impl_info{name="lay_top_count",value="sky130_fd_sc_hd__clkdlybuf4s50_1"} 1
chip_impl_metric{name="log.warning_count",unit=""} 32
chip_impl_metric{name="via_count_of_the_first_global_routing_pass",unit=""} 450
chip_impl_metric{name="postLayoutCoreUtil",unit="%"} 24.4
chip_impl_info{name="hold_path.class",value="register to register"} 1
chip_impl_info{name="kind_of_launch_point_of_the_worst_setup_path",value="input pin"} 1
chip_impl_metric{name="synth.cellmix.compoundShare",unit="%"} 10.0
chip_impl_metric{name="placeableCoreArea",unit="um2"} 4120
chip_impl_info{name="cts.root.buffer_cell",value="sky130_fd_sc_hd__clkbuf_8"} 1
chip_impl_metric{name="setup-tns-final",unit="ps"} 0
chip_impl_metric{name="drive_gt1_share",unit="%"} 7.69
chip_impl_metric{name="antenna-diode-count",unit=""} 0
chip_impl_metric{name="finalMaxSlewViolations",unit=""} 0
chip_impl_metric{name="globalplace.congestion",unit=""} 0.904
chip_impl_metric{name="setup_ws",unit="ps"} 881
chip_impl_metric{name="drv_cap",unit=""} 0
chip_impl_metric{name="cts.repair_timing.setup_buffer_count",unit=""} 0
chip_impl_metric{name="static-leakage-power",unit="nW"} 0.366
chip_impl_metric{name="dr_vias_cell",unit=""} 4.04
chip_impl_metric{name="timing_worst_slew_pin_value",unit="ps"} 576
chip_impl_metric{name="drt.antenna.violating_nets",unit=""} 0
chip_impl_metric{name="synth_seq_share",unit="%"} 51.6
chip_impl_metric{name="dp.cells",unit=""} 124
chip_impl_info{name="outcome",value="finished, final reports clean"} 1
chip_impl_metric{name="grt_first_pass_wirelength",unit="um"} 2150
chip_impl_metric{name="initial_antenna_violation_count",unit=""} 0
chip_impl_metric{name="finalWirelength",unit="um"} 1370
chip_impl_info{name="top_logic_kind",value="simple AND/OR/NAND/NOR gates"} 1
chip_impl_metric{name="clock_sink_count",unit=""} 12
chip_impl_metric{name="worst_hold_slack",unit="ps"} 649
chip_impl_metric{name="io_buffer_count",unit=""} 20
chip_impl_metric{name="vdd_ir_drop_max",unit="V"} 0.000149
chip_impl_metric{name="vias_post_dr",unit=""} 517
chip_impl_info{name="worst_setup_path_startpoint",value="FIFO_empty[0]"} 1
chip_impl_metric{name="initial_utilization",unit="%"} 17.0
chip_impl_metric{name="insertion_delay",unit="ps"} 240
chip_impl_metric{name="clock_buffers_created_by_tritoncts",unit=""} 3
chip_impl_metric{name="synth-seq-cells",unit=""} 12
chip_impl_metric{name="finish.cell_count_without_fillers",unit=""} 128
chip_impl_metric{name="syn_area_per_cell",unit="um2"} 12.7
chip_impl_metric{name="yosys_warnings",unit=""} 1
area by class of cell:
class                   instances  area [um2]
clock buffers                   3        41.3
repair buffers                 20         200
fillers                       419        3110
well taps                      50        62.6
inverters                       4        15.0
clock inverters                 1        3.75
flip-flops and latches         12         360
multi-input cells              38         319
cells in the mapped netlist:
cell,number,share of area (%)
sky130_fd_sc_hd__nand2_1,1,0.54
sky130_fd_sc_hd__o211ai_1,1,1.1
sky130_fd_sc_hd__a21oi_1,1,0.72
sky130_fd_sc_hd__and3b_1,1,1.3
sky130_fd_sc_hd__nor2_1,2,1.1
sky130_fd_sc_hd__a21boi_1,1,1.1
sky130_fd_sc_hd__clkbuf_1,1,0.54
sky130_fd_sc_hd__ha_1,4,7.2
sky130_fd_sc_hd__o21a_1,2,2.1
sky130_fd_sc_hd__and3_1,1,0.90
sky130_fd_sc_hd__a32oi_1,2,2.5
sky130_fd_sc_hd__nor2b_1,2,1.8
sky130_fd_sc_hd__and4_1,1,1.3
sky130_fd_sc_hd__nor3_1,4,2.9
sky130_fd_sc_hd__xnor2_1,1,1.3
sky130_fd_sc_hd__and2_1,3,2.7
sky130_fd_sc_hd__a21boi_0,1,1.1
sky130_fd_sc_hd__inv_1,4,2.1
sky130_fd_sc_hd__nand3b_1,2,2.1
sky130_fd_sc_hd__nand3b_4,1,2.9
sky130_fd_sc_hd__nor3b_1,1,1.1
sky130_fd_sc_hd__nand3_1,2,1.4
sky130_fd_sc_hd__edfxtp_1,12,52
sky130_fd_sc_hd__xor2_1,1,1.3
sky130_fd_sc_hd__nor4_4,2,6.1
sky130_fd_sc_hd__o21ba_1,1,1.4
how the worst min path moves through the flow:
| stage | start | endpoint | slack, ps |
|---|---|---|---|
| 6_report | contador[0]$_SDFFCE_PN0P_ | contador[0]$_SDFFCE_PN0P_ | 650 |
| 5_1_grt | contador[0]$_SDFFCE_PN0P_ | contador[0]$_SDFFCE_PN0P_ | 690 |
| 4_1_cts | contador[0]$_SDFFCE_PN0P_ | contador[0]$_SDFFCE_PN0P_ | 660 |
worst max-delay path, cell delays in order:
cell                              delay [ps]
sky130_fd_sc_hd__clkdlybuf4s50_1         540
sky130_fd_sc_hd__and4_1                  280
sky130_fd_sc_hd__a21boi_0                480
power by group:
part           switching [mW]  total, mW  leakage (nW)  internal [mW]
Combinational          0.0230     0.0594         0.226         0.0363
Sequential            0.00477      0.206         0.118          0.202
Clock                  0.0576      0.151        0.0231         0.0931
cell families after synthesis:
kind of cell	count (synthesis)
AND-OR/OR-AND	9
XOR/XNOR	2
adder cells (fa/ha/maj)	4
buffers and inverters	5
flip-flops	12
AND/OR/NAND/NOR	23
sequential cells by signal, summed over array words and instances, names as in the netlist:
register	cells
Pops	4
contador	4
Push	4
per-layer routing:
| layer | vias to the layer above | share of wire, % | global-route usage [%] |
|---|---|---|---|
| met5 | - | 0 | 0 |
| met4 | 0 | 0.66 | 0.449 |
| met3 | 2 | 11 | 2.38 |
| met2 | 18 | 49 | 5.75 |
| met1 | 244 | 40 | 4.12 |
| li1 | 253 | - | - |
per-stage QoR:
stage | total power, mW | instance area, um2
after floorplan | 0.229 | 698
after global placement | 0.269 | 957
after detailed placement | 0.270 | 957
after CTS | 0.423 | 1000
after global routing | 0.444 | 1000
final | 0.416 | 1000
No activity file was given, so power comes from the tool's default toggle rates.
