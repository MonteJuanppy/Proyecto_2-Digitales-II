==> /design/flow/config.mk <==
export PLATFORM = sky130hd
export DESIGN_NAME = arbitro_2_synth
export DESIGN_NICKNAME = arbitro_2_synth
export VERILOG_FILES = /design/flow/design.v
export SDC_FILE = /design/flow/constraint.sdc
export NUM_CORES = 4
export LEC_CHECK = 1
export CORE_AREA = 10 10 70 70
export DIE_AREA = 0 0 80 80
==> /design/flow/constraint.sdc <==
current_design arbitro_2_synth

set clk_period 1.0
set clk_io_pct 0.2

create_clock -name clk0 -period $clk_period [get_ports {clk}]

set non_clock_inputs [all_inputs -no_clocks]
set_input_delay [expr $clk_period * $clk_io_pct] -clock clk0 $non_clock_inputs
set_output_delay [expr $clk_period * $clk_io_pct] -clock clk0 [all_outputs]
==> /design/flow/design.v <==
(* top =  1  *)
(* src = "arbitro_2_synth.v:6" *)
module arbitro_2_synth(Pop, clk, Push, FIFO_empty, Almost_full, \class );
  (* src = "arbitro_2_synth.v:16" *)
  wire _00_;
  (* src = "arbitro_2_synth.v:16" *)
  wire [3:0] _01_;
  wire [1:0] _02_;
  wire [1:0] _03_;
  wire [1:0] _04_;
  wire [1:0] _05_;
  wire [1:0] _06_;
  wire [1:0] _07_;
  wire _08_;
  wire [1:0] _09_;
  wire _10_;
  wire _11_;
  wire _12_;
  (* src = "arbitro_2_synth.v:17" *)
  wire _13_;
  (* src = "arbitro_2_synth.v:17" *)
  wire _14_;
  (* src = "arbitro_2_synth.v:27|arbitro_2.v:23|<techmap.v>:445" *)
  wire _15_;
  (* src = "arbitro_2_synth.v:10" *)
  input [3:0] Almost_full;
  (* src = "arbitro_2_synth.v:9" *)
  input FIFO_empty;
  (* init = 1'h0 *)
  (* src = "arbitro_2_synth.v:6" *)
  output Pop;
  reg Pop = 1'h0;
  (* init = 4'h0 *)
  (* src = "arbitro_2_synth.v:8" *)
  output [3:0] Push;
  reg [3:0] Push = 4'h0;
  (* src = "arbitro_2_synth.v:11" *)
  input [1:0] \class ;
  (* src = "arbitro_2_synth.v:7" *)
  input clk;
  assign _10_ = _09_[0] |(* src = "arbitro_2_synth.v:25|arbitro_2.v:23" *)  \class [1];
  assign _06_[0] = _03_[0] |(* src = "arbitro_2_synth.v:27|arbitro_2.v:23|<techmap.v>:445" *)  _04_[0];
  assign _06_[1] = _02_[1] |(* src = "arbitro_2_synth.v:27|arbitro_2.v:23|<techmap.v>:445" *)  _05_[1];
  assign _15_ = _06_[0] |(* src = "arbitro_2_synth.v:27|arbitro_2.v:23|<techmap.v>:445" *)  _06_[1];
  assign _07_[0] = Almost_full[3] |(* src = "arbitro_2_synth.v:17" *)  Almost_full[2];
  assign _07_[1] = Almost_full[1] |(* src = "arbitro_2_synth.v:17" *)  Almost_full[0];
  assign _14_ = _07_[0] |(* src = "arbitro_2_synth.v:17" *)  _07_[1];
  assign _11_ = _09_[0] |(* src = "arbitro_2_synth.v:27|arbitro_2.v:23" *)  _09_[1];
  assign _12_ = \class [0] |(* src = "arbitro_2_synth.v:26|arbitro_2.v:23" *)  _09_[1];
  assign _08_ = \class [0] |(* src = "arbitro_2_synth.v:24|arbitro_2.v:23" *)  \class [1];
  assign _02_[1] = ~(* src = "arbitro_2_synth.v:25|arbitro_2.v:23" *) _10_;
  assign _05_[1] = ~(* src = "arbitro_2_synth.v:24|arbitro_2.v:23" *) _08_;
  assign _03_[0] = ~(* src = "arbitro_2_synth.v:27|arbitro_2.v:23" *) _11_;
  assign _04_[0] = ~(* src = "arbitro_2_synth.v:26|arbitro_2.v:23" *) _12_;
  assign _00_ = ~(* src = "arbitro_2_synth.v:17" *) _13_;
  assign _01_[0] = _15_ ? (* src = "arbitro_2_synth.v:27|arbitro_2.v:23|<techmap.v>:445" *) _05_[1] : 1'hx;
  assign _01_[1] = _15_ ? (* src = "arbitro_2_synth.v:27|arbitro_2.v:23|<techmap.v>:445" *) _02_[1] : 1'hx;
  assign _01_[2] = _15_ ? (* src = "arbitro_2_synth.v:27|arbitro_2.v:23|<techmap.v>:445" *) _04_[0] : 1'hx;
  assign _01_[3] = _15_ ? (* src = "arbitro_2_synth.v:27|arbitro_2.v:23|<techmap.v>:445" *) _03_[0] : 1'hx;
  (* src = "arbitro_2_synth.v:16" *)
  always @(posedge clk)
      Pop <= _00_;
  (* src = "arbitro_2_synth.v:16" *)
  always @(posedge clk)
      Push[0] <= _01_[0];
  (* src = "arbitro_2_synth.v:16" *)
  always @(posedge clk)
      Push[1] <= _01_[1];
  (* src = "arbitro_2_synth.v:16" *)
  always @(posedge clk)
      Push[2] <= _01_[2];
  (* src = "arbitro_2_synth.v:16" *)
  always @(posedge clk)
      Push[3] <= _01_[3];
  assign _13_ = FIFO_empty |(* src = "arbitro_2_synth.v:17" *)  _14_;
  assign _09_[1] = \class [1] ^(* src = "arbitro_2_synth.v:26|arbitro_2.v:23" *)  1'h1;
  assign _09_[0] = \class [0] ^(* src = "arbitro_2_synth.v:25|arbitro_2.v:23" *)  1'h1;
  assign _02_[0] = 1'h0;
  assign _03_[1] = 1'h0;
  assign _04_[1] = 1'h0;
  assign _05_[0] = 1'h0;
endmodule
==> /design/flow/run.sh <==
#!/bin/bash
# OpenROAD 26Q1-2900-gdf79404cd8, Yosys 0.63+post, stock flow scripts
make -C /OpenROAD-flow-scripts/flow DESIGN_CONFIG=/design/flow/config.mk WORK_HOME=/design/flow/orfs finish
==> results.txt <==
Main metrics from the flow reports.

The class of the tightest hold or removal check is in2reg. The floorplan row count came out at 21. The worst-case clock buffer depth is 2. The routed design could run at a clock period as short as 978 ps. The stage logs contain a warning count of 25. The tally of nets with antenna violations remaining after routing is 0. The layout cell share with drive strength beyond 1 is 14.8%. The report puts the hold buffer count at CTS at 0. The overall die height is 80 um.

The global-route track usage on met1 is less than 1%. The transition time at the pin with the least slew margin came out at 119 ps. After synthesis, the largest area contributor takes up 74.8% of total cell area. The final tally of hold violations came out at 0. The placer's final routability congestion estimate is ~0.67.

The power density over the cells is ~1400 nW/um2. Setup repair after global routing left no endpoint under its margin. The highest net fanout along the worst path came out at 1.

The peak supply drop came out at 0.208 mV. After synthesis, the cell types taking the most area are sky130_fd_sc_hd__dfxtp_1 (75%), sky130_fd_sc_hd__nor2b_1 (9.3%), sky130_fd_sc_hd__nor2_1 (5.6%). The number of antenna violations at the first check in global routing came to 1.

The overall via count from detail_route is 130. The clock-pin slew on the worst setup and hold paths is about 40 ps. The last timing report of the flow puts the setup violation total at 0.

The utilization after layout came out at 9.78%. Once layout is done, the placed cells without fillers occupy 334 um2. The headroom to the max-slew limit came out at 92.1%. The fraction of met3 tracks used by global routing came out at under 10%.

The final number of max-transition violations came out at 0. The number of max-cap violations came out at 0. The routed via count divided by cell count came out at around 1.8. The met2 usage came out at 1.85%.

Sequential cells burn 43.7% of the power. The chip area is 6400 um2. For reference, the post-synthesis area per instance comes to 12.2 um2.

The maximum number of pins on one net before global-route repair came out at 5. The global router reports that the layer with the highest usage is met3. The power report attributes to the clock group a share of 47.5%. Once synthesis finished, the tally of register bits stood at 5.

The final wirelength is ~540 um. The number of cells in Yosys stat came out at 11. The floorplan core density is 3.92%. After layout, the worst setup slack is ~22 ps. The run finished with clean final reports. The setup fix buffers added after clock tree synthesis came out at 0. The global-route wire length before repair came out at 745 um. Per the OpenROAD power report, switching power amounts to 0.0000896 W.

The count of cell types in the netlist came out at 5. The cell chosen for the clock root is sky130_fd_sc_hd__clkbuf_4. The detailed-route DRC error count came out at 0. Clock tree synthesis found a total of 5 sinks. The share of total power consumed by net switching is 18.6%. The cell type that accounts for the most area after synthesis is sky130_fd_sc_hd__dfxtp_1. The share of the cycle needed by the critical path after routing came out at 97.8%. The number of synthesis warnings came out at 1. After technology mapping, the gate count stands at 11. The chip area line of the yosys report came out at 134 um2. The die span in x is 80 um. The layout overhead on the synthesized area came out at 150%. The iteration count recorded for the first detailed-route pass is 1. TritonCTS built the clock tree. The timing-limited maximum frequency came out at 1020 MHz. The number of buffers created by CTS came out at 3. The number of global-route vias before repair is 147. The tally of buffers added on design ports is 12. The I/O pin count came out at 13. The post-synthesis instance area came out at 134 um2. The deepest level of the CTS H-tree is 1. The critical path launch point type is an input port. The filler cell count in the final layout came out at 402.

The arrival time at the worst endpoint is between 1000 and 1500 ps. The power report attributes to the combinational group a share of 8.8%. The endpoint required time on the critical path came out at 1170 ps. The critical setup path kind is in2reg.

The global-route total usage across every layer is 1.71%. The setup slack at placement is -300 ps. The violation tally from detailed-route iteration zero came out at 0. The total core area is ~3400 um2.

The leakage power total came out at 0.131 nW. The post-placement cell area is ~310 um2. The residual overflow from global routing came out at 0. Dividing the detail-routed wire length by the instance count gives 7.24 um.

STA classifies the critical path endpoint as a register. The sequential area share after synthesis came out at around three quarters. The total internal power is roughly 0.0004 W.
[layout make-up]
class                   count  area [um2]  area share [%]
flip-flops and latches      5         101            30.3
multi-input cells           6        33.8            10.1
clock buffers               4        26.3            7.87
diodes                      1        2.50           0.749
well taps                  46        57.6            17.2
repair buffers             12         113            33.7
[flip-flops by register name (all words and copies together) (netlist names)]
| name | cells |
|---|---|
| Pop | 1 |
| Push | 4 |
[cell usage in the layout (no fill, tap or decap), drive strengths merged]
cell / Yosys / routed
dlygate4sd2: 0 / 6
and2: 1 / 1
or4: 1 / 1
diode: 0 / 1
clkdlybuf4s50: 0 / 5
nor2b: 2 / 2
clkbuf: 0 / 4
nor2: 2 / 2
clkdlybuf4s15: 0 / 1
dfxtp: 5 / 5
[logic make-up after synthesis]
kind of cell,after synthesis,synth area share (%)
AND/OR/NAND/NOR,6,25.2
flip-flops,5,74.8
[path summary, 6_finish.rpt]
| kind | depth (start not counted) | startpoint | slack (ps) | to |
|---|---|---|---|---|
| setup / recovery | 3 | Almost_full[1] | 20 | Pop |
| hold / removal | 3 | Almost_full[3] | 310 | Pop |
[critical path: stages]
cell                              delay (ps)
sky130_fd_sc_hd__clkdlybuf4s50_1         390
sky130_fd_sc_hd__or4_1                   460
sky130_fd_sc_hd__nor2_1                  100
[stage by stage]
step / cells / TNS (ps) / hold WS, ps / power [W]
2_1_floorplan: 11 / 0 / 267 / 0.000218
3_3_place_gp: 69 / -279 / 754 / 0.000265
3_5_place_dp: 69 / -300 / 760 / 0.000267
4_1_cts: 73 / 0 / 312 / 0.000504
5_1_grt: 74 / 0 / 304 / 0.000518
6_report: 74 / 0 / 310 / 0.000483
[repair_timing]
action	CTS	global route
pin swaps	2	1
gates resized	7	2
setup endpoints to repair	6	2
[layer usage]
layer | vias up | wire length [um]
met2 | 11 | 190
met5 | - | 0
li1 | 68 | -
met1 | 51 | 123
met3 | 0 | 222
met4 | 0 | 0
[power by group through the flow]
stage	Combinational, W	Clock, W	Sequential (W)
after CTS	0.0000436	0.000250	0.000211
after global routing	0.0000471	0.000260	0.000212
final	0.0000425	0.000229	0.000211
[synthesized netlist by cell type, drive strengths merged]
cell type,number
dfxtp,5
nor2,2
and2,1
nor2b,2
or4,1
Power figures rest on the tool's default switching activity, not on a simulated workload.
